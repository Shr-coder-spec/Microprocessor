### flow/design.v
module c_forwarding(
    input  wire [31:0] if_id_instr,      
    input  wire [31:0] id_ex_instr,      
    input  wire [31:0] ex_mem_instr,     
    input  wire [31:0] mem_wb_instr,     
    input  wire [31:0] ex_mem_rd_val,   
    input  wire [31:0] mbo,   
    input [31:0] mbl,
    input  wire [31:0] rs1_val_if_id,   
    input  wire [31:0] rs2_val_if_id,   
    output reg  [31:0] cmp_operand_a,   
    output reg  [31:0] cmp_operand_b    
);
    wire [4:0] if_id_rs1   = if_id_instr[19:15];
    wire [4:0] if_id_rs2   = if_id_instr[24:20];
    wire [4:0] id_ex_rd    = id_ex_instr[11:7];
    wire [4:0] ex_mem_rd   = ex_mem_instr[11:7];
    wire [4:0] mem_wb_rd   = mem_wb_instr[11:7];
    wire id_ex_regwrite  = (id_ex_rd != 5'b00000); 
    wire ex_mem_regwrite = (ex_mem_rd != 5'b00000); 
    wire mem_wb_regwrite = (mem_wb_rd != 5'b00000); 
    reg [31:0] mem_wb_rd_val;
    always @(*)
    begin
    if(mem_wb_instr[6:0]==7'b0000011)
    mem_wb_rd_val = mbl;
    else
    mem_wb_rd_val = mbo;
    end
    always @(*) begin
        cmp_operand_a = rs1_val_if_id;
        cmp_operand_b = rs2_val_if_id;
        if (ex_mem_regwrite && (ex_mem_rd == if_id_rs1))
            cmp_operand_a = ex_mem_rd_val;
        else if (mem_wb_regwrite && (mem_wb_rd == if_id_rs1))
            cmp_operand_a = mem_wb_rd_val;
        if (ex_mem_regwrite && (ex_mem_rd == if_id_rs2))
            cmp_operand_b = ex_mem_rd_val;
        else if (mem_wb_regwrite && (mem_wb_rd == if_id_rs2))
            cmp_operand_b = mem_wb_rd_val;
    end
endmodule
### flow/run.sh
#!/bin/bash
# OpenROAD 26Q1-2900-gdf79404cd8, Yosys 0.63+post, stock flow scripts
make -C /OpenROAD-flow-scripts/flow DESIGN_CONFIG=/design/flow/config.mk WORK_HOME=/design/flow/orfs finish
### flow/config.mk
export PLATFORM = sky130hd
export DESIGN_NAME = c_forwarding
export DESIGN_NICKNAME = c_forwarding
export VERILOG_FILES = /design/flow/design.v
export SDC_FILE = /design/flow/constraint.sdc
export NUM_CORES = 4
export LEC_CHECK = 1
export CORE_AREA = 10 10 142 142
export DIE_AREA = 0 0 152 152
### flow/constraint.sdc
current_design c_forwarding

set clk_period 6.2
set clk_io_pct 0.2

create_clock -name clk0 -period $clk_period

set non_clock_inputs [all_inputs -no_clocks]
set_input_delay [expr $clk_period * $clk_io_pct] -clock clk0 $non_clock_inputs
set_output_delay [expr $clk_period * $clk_io_pct] -clock clk0 [all_outputs]
==> flow_summary.json <==
{
  "p_int_mw": 0.250,
  "rows": 48,
  "yosysTopAreaCellShare": 0.233,
  "core_util_floorplan": 0.188,
  "power.switching_mw": 0.211,
  "dp.cells": 850,
  "yosysUniqueCellTypes": 25,
  "final_cell_mix": "clkdlybuf4s50_1 (251), nor4_1 (64), nand3_1 (64)",
  "tightestPinTransition_ns": 0.746,
  "cpMaxStageDelayCell": "o211a_4",
  "ioPinCount": 352,
  "p_total_mw": 0.461,
  "firstDrtPassIters": 4,
  "rsz0062_at_grt": "no",
  "finalHoldViolations": 0,
  "via_per_inst": 5.22,
  "drive_gt1_frac": 0.245,
  "max_freq_ghz": 0.190,
  "grt_max_degree": 65,
  "critPathArrivalTime_ns": 4.03,
  "fin_cells": 850,
  "fin_tns_setup_ns": 0,
  "path_common_cell": "clkdlybuf4s50_1",
  "final_area_sq_um": 5880,
  "endpoint_kind": "output pin",
  "post-cts-setup-buffer-count": 0,
  "portBuffers": 251,
  "crit_type": "primary input to output pin",
  "hold_buffers": 0,
  "nClkBuffers": 0,
  "path_cells": "clkdlybuf4s50_1 -> xnor2_1 -> o211a_4 -> a21oi_2 -> o31ai_2 -> clkdlybuf4s50_1",
  "ant_nets": 0,
  "chipArea_sq_um": 23100,
  "antenna_found_initial": 1,
  "final-comb-area_sq_um": 2920,
  "cts_resized": 0,
  "num_antenna_cells": 0,
  "grt_pass1_vias": 4811,
  "area_leaders": "o31ai_2 (23%), a21oi_2 (16%), nor4_1 (12%)",
  "area_growth_pct": 82.2,
  "syn_area_sq_um": 3230,
  "final_common_cell": "clkdlybuf4s50_1",
  "status": "finished, final reports clean",
  "synth_area_per_cell_sq_um": 7.70,
  "slew_headroom": 0.503,
  "worstPathMaxFanout": 32,
  "route.detailed.drc": 0,
  "final-max-slew-violation-count": 0,
  "power_density_nw_per_um2": 78.4,
  "track_usage": 0.159,
  "p_leak_nw": 1.88,
  "ys_chip_area_sq_um": 3230,
  "comb_power_share": 1.000,
  "period_minus_slack_ns": 5.27,
  "crit_required_ns": 4.96,
  "drtIter0Drc": 161,
  "dp_hpwl_mm": 14.2,
  "top_area_cell": "o31ai_2",
  "setup_violations": 0,
  "drv_cap": 0,
  "slowest_delay_ns": 0.72,
  "netSwitchingFraction": 0.458,
  "syn_inst": 419,
  "dpl_cell_area_sq_um": 5880,
  "grt_pass1_wl_mm": 29.6,
  "start_kind": "primary input",
  "warnings": 133,
  "clkPwrFrac": 0,
  "regArea_sq_um": 0,
  "routed_wl_mm": 19.4,
  "synth_seq_share": 0,
  "hp-class": "primary input to output pin",
  "vias": 4437,
  "p_seq_frac": 0,
  "drt-wirelength-per-cell_um": 22.8,
  "chipWidth_um": 152,
  "core_sq_um": 17200,
  "fin_crit_sh": 0.850,
  "peakVddDrop_mv": 0.0469,
  "globalRouteOverflowTotal": 0,
  "seq_cell_count": 0,
  "gp_congestion": 0.834,
  "n_fill_cell": 1853,
  "die_h_um": 152,
  "synth_warnings": 1,
  "ys_cells": 419
}
==> routing by layer <==
metal,GRT usage,wire length [um],vias to the layer above
met5,0,0,-
met2,0.270,9230,195
met3,0.0484,1620,11
li1,-,-,2103
met4,0.0179,183,0
met1,0.200,8330,2128
==> final timing paths <==
check,cells past startpoint,start,endpoint
worst max-delay path,6,mem_wb_instr[7],cmp_operand_a[11]
worst min-delay path,4,ex_mem_rd_val[19],cmp_operand_a[19]
==> cell families (layout without fill, tap and decap cells) <==
logic type      after synthesis  count (layout)  share of synthesized area
simple gates                172             172                      0.320
compound gates              166             166                      0.517
xor+xnor                     20              20                     0.0543
buf+inv                      61             267                      0.109
==> cell type report <==
| type | instances | area share |
|---|---|---|
| Tap cell | 225 | 0.0479 |
| Timing Repair Buffer | 266 | 0.455 |
| Inverter | 1 | 0.000638 |
| Multi-Input combinational cell | 358 | 0.497 |
==> synth_stat cells, types with 8 or more instances <==
cell type / instances
a21boi_1: 8
nand3_1: 66
nor4_1: 64
a21boi_0: 24
xnor2_1: 10
buf_2: 23
xor2_1: 10
clkbuf_1: 23
a21oi_2: 60
and3_1: 34
o31ai_2: 60
buf_6: 12
==> stage by stage <==
step	utilization	setup slack, ns	hold slack [ns]
6_report	0.342	0.932	3.45
5_1_grt	0.342	0.797	3.49
4_1_cts	0.342	0.944	3.46
3_5_place_dp	0.342	0.951	3.45
3_3_place_gp	0.342	0.984	3.46
2_1_floorplan	-	2.52	2.56
==> power by group through the flow <==
stage,sequential [mW],combinational (mW),clock [mW]
after CTS,0,0.464,0
after global routing,0,0.492,0
final,0,0.461,0
==> critical path: cells and delay by family <==
| kind | cells | cell delay, ns |
|---|---|---|
| XOR/XNOR | 1 | 0.46 |
| buffers and inverters | 2 | 1.16 |
| AND-OR/OR-AND | 3 | 1.14 |
Power and IR drop assume default switching activity.
