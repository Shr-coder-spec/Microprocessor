<file path="./config.mk">
export PLATFORM = sky130hd
export DESIGN_NAME = jump
export DESIGN_NICKNAME = jump
export VERILOG_FILES = /design/flow/design.v
export SDC_FILE = /design/flow/constraint.sdc
export NUM_CORES = 4
export LEC_CHECK = 1
export CORE_UTILIZATION = 50
</file>
<file path="./constraint.sdc">
current_design jump

set clk_period 16.3
set clk_io_pct 0.2

create_clock -name clk0 -period $clk_period [get_ports {clk}]

set non_clock_inputs [all_inputs -no_clocks]
set_input_delay [expr $clk_period * $clk_io_pct] -clock clk0 $non_clock_inputs
set_output_delay [expr $clk_period * $clk_io_pct] -clock clk0 [all_outputs]
</file>
<file path="./design.v">
`timescale 1ns / 1ps
module jump(input clk, input [31:0] i, input [9:0] pc, input comparator, output reg [9:0] pc_updated, output reg taken);
reg [255:0] bp;
initial
begin bp = {256{1'b1}}; end
wire [7:0] address = pc[7:0];
wire [6:0] opcode = i[6:0];
wire [12:0] immB_raw;
assign immB_raw = {
    i[31],         
    i[7],          
    i[30:25],      
    i[11:8],       
    1'b0           
};
wire [31:0] immB;
assign immB = {{19{immB_raw[12]}}, immB_raw};   
reg [9:0] store_pc;
always @(*)
begin
if(opcode == 7'b1100111) pc_updated = pc+ immB;
else if(opcode == 7'b1100011)
begin
    if(bp[address])
    begin pc_updated = pc + immB; taken = 1; end
    else
    begin pc_updated = pc + 4; taken = 0; end 
end
else
pc_updated = pc+4;
end
always @(posedge clk) 
begin
if(comparator)
bp[store_pc[7:0]]<= ~bp[store_pc[7:0]];  
store_pc <= pc;
end
endmodule
</file>
<file path="./run.sh">
#!/bin/bash
# OpenROAD 26Q1-2900-gdf79404cd8, Yosys 0.63+post, stock flow scripts
make -C /OpenROAD-flow-scripts/flow DESIGN_CONFIG=/design/flow/config.mk WORK_HOME=/design/flow/orfs finish
</file>
==> run notes <==
impl run done, here's what came out: kind of end point of the critical path=output port, Max stage delay on crit path=890 ps, vias in the first global route=12800, H-tree depth=1, row cnt=66, starting density of the core=0.508, Vias/cell=between 6 and 7, ys cells=roughly 1400, crit path DAT=7780 ps, Min Hold Slack=~590 ps, Post-CTS Setup Inserts=0, most common cell in the synthesized netlist=edfxtp_1, Ports=~55, Rel. slew slack=0.354, Hold Vio Cnt, Final=0, final period utilization=0.678, Worst path most repeated cell=buf_4, DR pass1 iterations=5, DPL Wire Length=29.7 mm, maxcap violations=0, YS warnings=1, max-slew violations=0, setup TNS=0 ps, share of cells above drive strength 1=0.230, Worst Path Buf+Inv=5, vias=about 12000, CTS clk-pin slew, worst paths=about 60 ps, Top delay family on crit path=buffers and inverters, gate count of the mapped netlist=1372, Crit Path Max Fanout=30, Tightest Pin Transition=945 ps, Layout Area Growth over Synthesis=11.1%, Multi-input gate area=8170 µm², syn_area_per_cell=12.1 µm², TritonCTS clock tree=built, area leader, netlist=edfxtp_1, global-route wire length before repair=76.9 mm, Yosys chip area=16500 µm², WL met3=7.67 mm, Synth area leaders=edfxtp_1 46%, mux4_2 19%, o21ai_0 6.4%, o21ai_1 5.4%, mux2_2 5.0%, count of library flops with an enable pin=256, Worst Clk Skew=15.9 ps, detailed-routing wirelength on met1=18.5 mm, Placer Congestion=0.917, initial antenna violation count=1, port buffer count=38, DR WL met2=approximately 23 mm, core area=around 33000 µm², Post-CTS Hold Buffers=0, number of unconstrained endpoints=2, CTS Root Cell=clkbuf_16, Post-DRT Antenna Nets=0, fmax=0.0905 GHz, Max Used Layer=met4, Post-synth regs=265, Max Buffers Root-to-Sink=3, Register Area=7870 µm², post_cts resized=0, DRC Markers=0, hold crit path type=reg -> reg, GR Util All Layers=0.339, worst vdd ir=0.0859 mV, grt ovf=0, RSZ-0062 raised after global routing=no, Dominant cell area share=0.465, largest net degree at the start of global routing=about 110, Tmin final=11040 ps, Routed wire per std cell=27.4 µm, Static Leak=5.78 nW, clk latency late pin=560 ps, crit start category=primary input, ys async rst share=0, register pins left without a clock=1, Synth Flop Type=edfxtp_1, Synth top cells by count=256 x edfxtp_1, 212 x o21ai_0, 179 x o21ai_1, status=finished clean, CP Class=in -> out, die width=184 µm, ANT cells=0, Distinct lib cells used=about 58, Die Ht=184 µm, Die Area=~34000 µm², area of the mapped netlist=about 17000 µm², initial drt markers=988, Post-Route WL=50.5 mm, CTS buffer count=30, PwrDens=roughly 100 nW/µm², WP data required=13040 ps, Final setup viols=0, Log Warnings=~46, CP Cell Sequence=buf_4 -> buf_4 -> buf_4 -> mux2i_1 -> a221o_1 -> o211ai_1 -> o211ai_1 -> a2111oi_0 -> o31ai_2 -> buf_4 -> mux2i_1 -> xor2_1 -> clkdlybuf4s50_1, Crit-path slowest cell=a2111oi_0, fill count=2724
==> metal layers <==
layer / vias to the layer above / GRT usage
li1: 5431 / -
met2: 800 / 0.492
met1: 6026 / 0.486
met5: - / 0
met4: 0 / 0.0660
met3: 90 / 0.190
==> worst register-to-register path, stage by stage (launching register included) <==
cell	delay, ps
dfxtp_4	620
buf_4	490
buf_4	460
mux4_2	400
mux4_2	500
mux4_2	520
mux2_2	310
o21ai_4	300
nand4_4	640
buf_4	580
o21ai_0	270
==> worst paths after layout <==
kind          startpoint       endpoint  slack (ps)  depth (start not counted)
max                pc[0]  pc_updated[9]        5260                         13
min              bp[207]        bp[207]         590                          1
max reg2reg  store_pc[1]         bp[13]       11070                         10
min reg2reg      bp[207]        bp[207]         590                          1
==> flip-flops by register name, summed over array words and instances (netlist names) <==
signal / count
bp: 256
store_pc: 8
taken: 1
==> where the power goes <==
part / leakage [nW] / switching [mW] / internal (mW)
Sequential: 2.58 / 0.0294 / 0.792
Combinational: 2.72 / 0.165 / 0.117
Clock: 0.482 / 0.274 / 0.412
Total: 5.78 / 0.469 / 1.32
==> area by class of cell <==
type                    count  area share
clock buffers              46      0.0474
inverters                  17     0.00347
repair buffers             84      0.0400
flip-flops and latches    265       0.428
well taps                 442      0.0301
clock inverters            10     0.00647
multi-input cells         978       0.444
==> stage by stage <==
stage | power, mW | setup WS (ps) | instances | instance area [µm²] | utilization
2_1_floorplan | 1.00 | 6990 | 1372 | 16500 | -
3_3_place_gp | 1.11 | 5280 | 1786 | 17400 | 0.534
3_5_place_dp | 1.11 | 5260 | 1786 | 17400 | 0.534
6_report | 1.79 | 5260 | 1842 | 18400 | 0.565
4_1_cts | 1.80 | 5200 | 1842 | 18400 | 0.565
5_1_grt | 1.85 | 4780 | 1842 | 18400 | 0.565
==> cells in the final DEF, fill, tap and decap left out, drive strengths merged, types with 3 or more instances in the layout <==
cell type      netlist  layout
nor2                35      35
mux4               139     139
nand3               24      24
nand4                4       4
ha                  13      13
and2                 5       5
buf                 62      49
inv                 17      17
nor3                10      10
clkbuf              50      46
o31ai                4       4
o211ai               4       4
nand2              148     148
nor3b                3       3
o21ai              392     392
nor2b               12      12
mux2                74      74
nand4b               4       4
clkdlybuf4s50        0      35
dfxtp                8       8
a31oi                3       3
nand2b               3       3
a22oi                5       5
a211oi               4       4
xor2                 7       7
clkinv               0       7
o2111ai              4       4
o2bb2ai              3       3
bufinv               0       3
edfxtp             256     256
a21oi                8       8
xnor2               12      12
and3                 5       5
nor4                 4       4
mux2i               25      25
o22ai                3       3
==> kinds of logic (layout without fill, tap and decap cells) <==
family / Yosys count / after routing / synth area share
AOI/OAI and AO/OA: 443 / 443 / 0.142
xor gates and xnor gates: 19 / 19 / 0.0101
adders and majority gates: 14 / 14 / 0.0110
buffers and inverters: 129 / 157 / 0.0340
DFF: 264 / 264 / 0.474
latches: 1 / 1 / 0.000907
muxes: 238 / 238 / 0.255
and+or+nand+nor: 264 / 264 / 0.0725
Power figures rest on the tool's default switching activity, not on a simulated workload.
