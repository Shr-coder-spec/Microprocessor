<file path="flow/config.mk">
export PLATFORM = sky130hd
export DESIGN_NAME = ALU
export DESIGN_NICKNAME = ALU
export VERILOG_FILES = /design/flow/design.v
export SDC_FILE = /design/flow/constraint.sdc
export NUM_CORES = 4
export LEC_CHECK = 1
export CORE_UTILIZATION = 50
</file>
<file path="flow/constraint.sdc">
current_design ALU

set clk_period 20.1
set clk_io_pct 0.2

create_clock -name clk0 -period $clk_period

set non_clock_inputs [all_inputs -no_clocks]
set_input_delay [expr $clk_period * $clk_io_pct] -clock clk0 $non_clock_inputs
set_output_delay [expr $clk_period * $clk_io_pct] -clock clk0 [all_outputs]
</file>
<file path="flow/design.v">
`timescale 1ns / 1ps
module ALU(input [31:0] i, input [31:0] a, input [31:0] b, input [9:0] ex_pc, output reg [31:0] o, output reg zero, output reg flow);
wire [9:0] net;
assign net = {i[31:25], i[14:12]};
wire [6:0] opcode;
assign opcode = i[6:0];
wire [2:0] func3;
assign func3 = i[14:12];
wire [11:0] imm;
assign imm = i[31:20];
wire [31:0] imm_ext = {{20{imm[11]}}, imm};
wire [11:0] si = {i[31:25], i[11:7]};
wire [31:0] store_imm = {{20{si[11]}}, si};
always @(*)
begin
if(opcode == 7'b0110011)
begin
case (net)
    0:begin o = a+b;  flow = (a[31] == b[31]) && (o[31] != a[31]); end
    9'b0100000000: begin o = a-b; flow = (a[31] != b[31]) && (o[31] != a[31]); end
    9'b0000000111: o = a&b;
    9'b0000000110: o = a|b;
    9'b0000000100: o = a^b;
    9'b0000000001: o = a << b; 
    9'b0000000101: o = a>> b;  
    9'b0100000101: o= a>>>b;  
    9'b0000000010: o= (a < b) ? 1 : 0;
    endcase
end
else if (opcode == 7'b0010011)
begin
case (func3)
    3'b111: o = a&imm_ext;
    3'b110: o = a|imm_ext;
    3'b100: o = a^imm_ext;
    3'b001: o = a << i[24:20];
    3'b101: begin if(i[30]) o = a >> i[24:20]; else o = a>>> i[24:20]; end
    default: begin o = a+imm_ext; flow = (a[31] == imm_ext[31]) && (o[31] != a[31]);  end
    endcase
end
else if (opcode == 7'b0000011)
o = a+  imm_ext;
else if (opcode == 7'b1100111 | opcode== 7'b1101111) 
begin o = ex_pc + 4; flow = (ex_pc[9]==1); end
else if(opcode == 7'b0100011)
begin o = a + store_imm; flow = (a[31] == store_imm[31]) && (o[31] != a[31]); end
else if(opcode == 7'b0110111)
o = i[31:12] <<12;
else
begin o = a + imm_ext; flow = (a[31] == imm_ext[31]) && (o[31] != a[31]); end 
zero = (o == 0);
end
endmodule
</file>
<file path="flow/run.sh">
#!/bin/bash
# OpenROAD 26Q1-2900-gdf79404cd8, Yosys 0.63+post, stock flow scripts
make -C /OpenROAD-flow-scripts/flow DESIGN_CONFIG=/design/flow/config.mk WORK_HOME=/design/flow/orfs finish
</file>
==> flow_summary_export.csv <==
group,metric,value,unit
floorplanning,ios,140,
drt,via_count,26100,
setup_path,timing.critical_path.fanout_max,39,
yosys,ys_cells,2888,
drt,drt_first_pass_iters,8,
pwr,p_switching,0.000413,W
setup_path,crit_path_start,"b[4]",
final_timing,worstMarginPinSlew,1.72,ns
placed_design,pre_cts_ws,6.16,ns
hold_path,hp-class,"primary input to primary output",
drt,wirelength,115000,µm
layout,final_common_cell,"nand2_1",
setup_path,worst_setup_path_start_kind,"primary input",
drt,antenna_left,0,
floorplanning,die_width,202,µm
global_routing,grt_util_met1,67.4,%
global_routing,grt_overflow_total,0,
layout,lay_top_cells,"nand2_1 (262), nor2_1 (257), a21oi_1 (256)",
placed_design,gp_congestion,1.20,
floorplanning,die_y,202,µm
yosys,syn_avg_cell_area,6.90,µm²
setup_path,endpoint_kind,"primary output",
floorplanning,chipArea,40700,µm²
layout,fillerInstances,3686,
final_timing,final_hold_viol_count,0,
pwr,p_leak,8.37,nW
placed_design,hpwl,84500,µm
yosys,post_synth_num_cell_types,92,
global_routing,antenna_found_initial,11,
final_timing,maxSlewHeadroom,-15.9,%
yosys,netlist_area,19900,µm²
pwr,power.density,29.4,nW/µm²
yosys,synthCells,2888,
pwr,peakVddDrop,0.0221,mV
yosys,async_flop_share,0,%
final_timing,setup_ws,5.94,ns
clocking,post_cts.repair.setup_buffers,0,
setup_path,cp.required,16.08,ns
drt,drt_first_iter_violations,4077,
global_routing,grt_util_all_layers,56.6,%
final_timing,rsz0062_at_grt,"no",
setup_path,setup.worst_path.end,"zero",
clocking,cts_resized,0,
setup_path,arrival,10.14,ns
run_status,outcome,"finished, violations left",
layout,drive_above_1_share,9.40,%
drt,wl_per_cell,34.0,µm
final_timing,post-route-period-util,70.5,%
setup_path,critPathKind,"primary input to primary output",
global_routing,grt.met2_usage,77.4,%
clocking,ctsHoldBuffers,0,
final_timing,hold_ws,9.69,ns
floorplanning,fp_util,51.1,%
placed_design,placed_cell_area,21600,µm²
layout,utilization,55.3,%
global_routing,grt_pass1_vias,24300,
floorplanning,core,39000,µm²
global_routing,grt-busiest-layer,"met2",
drt,detail_route.vias_per_cell,7.73,
final_timing,fin_crit,14.16,ns
global_routing,grt_pass1_wl,165000,µm
final_timing,setup_tns,0,ns
final_timing,setup_viol,0,
placed_design,io_buffers,140,
layout,comb_area,17900,µm²
global_routing,grt_start_max_net_pins,66,
job,tool_warnings,129,
global_routing,use_met3,30.9,%
pwr,p_sw_share,65.0,%
yosys,synth_top_flop_cell,"dlxtn_1",
layout,final_area,21600,µm²
floorplanning,rows,72,
final_timing,timing.fmax,70.6,MHz
layout,layout.area.seq,495,µm²
yosys,yosysChipArea,19900,µm²
final_timing,drv_slew,4,
final_timing,unclocked_pins,33,
yosys,yosysWarnings,1,
drt,drc,0,
layout,syn2layout_area_growth,8.20,%
run_status,violations,"max-capacitance violations, max-slew violations",
final_timing,untimed_endpoints,66,
yosys,synth_flops,33,
pwr,p_int,0.000222,W
hold_path,min_path_cells,7,
job,maxCapViolCount,2,
yosys,edf_count,0,
[metrics by stage]
step / total power, W / cells
floorplan: 0.000389 / 2888
global placement: 0.000591 / 3369
detailed placement: 0.000590 / 3369
CTS: 0.000593 / 3369
global route: 0.000657 / 3370
finish: 0.000635 / 3375
[layout make-up]
class	instances	share of cell area, %
diodes	6	0.0696
inverters	134	2.33
flip-flops and latches	33	2.30
well taps	518	3.00
repair buffers	232	9.50
multi-input cells	2452	82.8
[Yosys cell counts (17+ instances only)]
cell      instances  share of area, %
xor2_1           21              0.92
a21o_1           24              0.90
a221oi_1         30               1.3
and2_1           17              0.53
a21oi_1         256               6.4
nor2_1          259               4.9
o221ai_1         28               1.2
a211oi_1         60               2.3
dlxtn_1          33               2.5
mux4_2           87               9.8
or3_1            20              0.63
nand2_1         262               4.9
a22oi_1          34               1.3
nor3_1           67               1.7
buf_2            43               1.1
clkbuf_1        185               3.5
xnor2_1          57               2.5
nand3_1          56               1.4
a31oi_1          31              0.97
and3_1           19              0.60
nand4_1          43               1.3
o211ai_1         50               1.9
a211o_1          17              0.75
nor4_1           30              0.94
o22ai_1          48               1.5
buf_1            30              0.56
inv_1           128               2.4
mux2i_1         118               5.9
nand2b_1         36               1.1
o21ai_0         221               5.5
nor2b_1          27              0.85
o21a_1           29               1.1
mux2_2           48               2.7
o31ai_1          37               1.4
ha_1            167                10
[sequential cells by signal, summed over array words and instances, names as in the netlist]
name / flops
flow: 1
o: 32
[cell families after synthesis]
family / count (synthesis) / synth area share (%)
AOI/OAI and AO/OA: 1053 / 34.8
xor gates and xnor gates: 78 / 3.43
adders and majority gates: 171 / 10.9
buffers and inverters: 403 / 8.16
latches: 33 / 2.48
muxes: 258 / 19.0
and+or+nand+nor: 892 / 21.2
[critical path, stage by stage]
cell	delay, ns
clkdlybuf4s50_1	0.46
buf_4	0.37
clkinv_1	0.43
ha_1	0.60
inv_1	0.24
a2111oi_0	0.41
a21oi_1	0.18
a211oi_1	0.44
o21ai_1	0.28
a2111oi_0	0.66
nor2_1	0.14
xnor2_1	0.15
a221oi_1	0.59
a21oi_1	0.14
nor4_1	0.25
nor4b_2	0.26
clkdlybuf4s50_1	0.52
[worst min path at each step]
stage     endpoint  slack, ns  startpoint
4_1_cts       zero       9.66        i[4]
5_1_grt       zero       9.73        i[4]
6_report      zero       9.69        i[4]
[per-layer routing]
layer	vias to the layer above	part of all wire, %
met3	684	18
met5	-	0.15
li1	10900	-
met4	14	9.6
met1	12000	34
met2	2495	39
Power is estimated from default activity; no workload was simulated.
